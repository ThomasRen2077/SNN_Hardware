### ./design.v
module floatAdd (
	input wire [15:0] floatA,
	input wire [15:0] floatB,
	output reg [15:0] sum
);
reg sign;
reg signed [5:0] exponent;  
reg [9:0] mantissa;
reg [4:0] exponentA, exponentB;
reg [10:0] fractionA, fractionB, fraction;	 
reg [7:0] shiftAmount;
reg cout;
always @ (floatA or floatB) begin
	exponentA = floatA[14:10];
	exponentB = floatB[14:10];
	fractionA = {1'b1,floatA[9:0]};
	fractionB = {1'b1,floatB[9:0]};
	exponent = exponentA;
	if (floatA == 0) begin						 
		sum = floatB;
	end else if (floatB == 0) begin					 
		sum = floatA;
	end else if (floatA[14:0] == floatB[14:0] && floatA[15]^floatB[15]==1'b1) begin
		sum=0;
	end else begin
		if (exponentB > exponentA) begin
			shiftAmount = exponentB - exponentA;
			fractionA = fractionA >> (shiftAmount);
			exponent = exponentB;
		end else if (exponentA > exponentB) begin 
			shiftAmount = exponentA - exponentB;
			fractionB = fractionB >> (shiftAmount);
			exponent = exponentA;
		end
		if (floatA[15] == floatB[15]) begin			 
			{cout,fraction} = fractionA + fractionB;
			if (cout == 1'b1) begin
				{cout,fraction} = {cout,fraction} >> 1;
				exponent = exponent + 1;
			end
			sign = floatA[15];
		end else begin						 
			if (floatA[15] == 1'b1) begin
				{cout,fraction} = fractionB - fractionA;
			end else begin
				{cout,fraction} = fractionA - fractionB;
			end
			sign = cout;
			if (cout == 1'b1) begin
				fraction = -fraction;
			end else begin
			end
			if (fraction [10] == 0) begin
				if (fraction[9] == 1'b1) begin
					fraction = fraction << 1;
					exponent = exponent - 1;
				end else if (fraction[8] == 1'b1) begin
					fraction = fraction << 2;
					exponent = exponent - 2;
				end else if (fraction[7] == 1'b1) begin
					fraction = fraction << 3;
					exponent = exponent - 3;
				end else if (fraction[6] == 1'b1) begin
					fraction = fraction << 4;
					exponent = exponent - 4;
				end else if (fraction[5] == 1'b1) begin
					fraction = fraction << 5;
					exponent = exponent - 5;
				end else if (fraction[4] == 1'b1) begin
					fraction = fraction << 6;
					exponent = exponent - 6;
				end else if (fraction[3] == 1'b1) begin
					fraction = fraction << 7;
					exponent = exponent - 7;
				end else if (fraction[2] == 1'b1) begin
					fraction = fraction << 8;
					exponent = exponent - 8;
				end else if (fraction[1] == 1'b1) begin
					fraction = fraction << 9;
					exponent = exponent - 9;
				end else if (fraction[0] == 1'b1) begin
					fraction = fraction << 10;
					exponent = exponent - 10;
				end 
			end
		end
		mantissa = fraction[9:0]; 
		if(exponent[5]==1'b1) begin
			sum = 16'b0000000000000000;
		end
		else begin
			sum = {sign,exponent[4:0],mantissa};
		end		
	end		
end
endmodule
module floatMult 
(
	input wire [15:0] floatA,
	input wire [15:0] floatB,
	output reg [15:0] product
);
reg sign; 
reg signed [5:0] exponent;
reg [9:0] mantissa;
reg [10:0] fractionA, fractionB;	 
reg [21:0] fraction; 
always @ (floatA or floatB) 
begin
	if (floatA == 0 || floatB == 0) 
		product = 0;
	else 
	begin
		sign = floatA[15] ^ floatB[15]; 
		exponent = floatA[14:10] + floatB[14:10] - 5'd15 + 5'd2; 
		fractionA = {1'b1,floatA[9:0]}; 
		fractionB = {1'b1,floatB[9:0]};
		fraction = fractionA * fractionB;
		if (fraction[21] == 1'b1) 
		begin
			fraction = fraction << 1;
			exponent = exponent - 1; 
		end 
		else if (fraction[20] == 1'b1) 
		begin
			fraction = fraction << 2;
			exponent = exponent - 2;
		end 
		else if (fraction[19] == 1'b1) 
		begin
			fraction = fraction << 3;
			exponent = exponent - 3;
		end 
		else if (fraction[18] == 1'b1) 
		begin
			fraction = fraction << 4;
			exponent = exponent - 4;
		end 
		else if (fraction[17] == 1'b1) 
		begin
			fraction = fraction << 5;
			exponent = exponent - 5;
		end 
		else if (fraction[16] == 1'b1) 
		begin
			fraction = fraction << 6;
			exponent = exponent - 6;
		end 
		else if (fraction[15] == 1'b1) 
		begin
			fraction = fraction << 7;
			exponent = exponent - 7;
		end 
		else if (fraction[14] == 1'b1) 
		begin
			fraction = fraction << 8;
			exponent = exponent - 8;
		end 
		else if (fraction[13] == 1'b1) 
		begin
			fraction = fraction << 9;
			exponent = exponent - 9;
		end 
		else if (fraction[12] == 1'b0) 
		begin
			fraction = fraction << 10;
			exponent = exponent - 10;
		end 
		mantissa = fraction[21:12];
		if(exponent[5]==1'b1) begin 
			product=16'b0000000000000000;
		end
		else begin
			product = {sign,exponent[4:0],mantissa};
		end
	end
end
endmodule
module Modified_LIFNeuron(
    input clk,
    input reset,
    input [15:0] input_current,              
    output reg fired                         
);
    integer threshold = 16'h3C00;  
    integer leak_factor = 16'h3800;  
    integer delta_threshold = 16'h3800;  
    integer decay_factor = 16'h3B99;  
    reg [15:0] membrane_potential;
    wire fired_wire;
    wire [15:0] leaked_membrane_potential;
    wire [15:0] next_membrane_potential;
    wire [15:0] raised_threshold;
    wire [15:0] decay_threshold;
    reg [15:0] cur_threshold;
    always @(posedge clk) begin
        if (reset) begin
            membrane_potential <= 0;        
            fired <= 0;
            cur_threshold <= threshold;
        end else begin
            membrane_potential <= next_membrane_potential;
            if (fired_wire) begin
                membrane_potential <= 0;  
                fired <= 1;
                cur_threshold <= decay_threshold;
            end else begin
                membrane_potential <= next_membrane_potential;
                fired <= 0;
                cur_threshold <= cur_threshold;
            end
        end
    end
    floatMult mul(
        .floatA(membrane_potential),
        .floatB(leak_factor),
        .product(leaked_membrane_potential)
    );
    floatAdd floatadd_1 (
        .floatA(input_current),
        .floatB(leaked_membrane_potential),
        .sum(next_membrane_potential)
	);
    float_compare comp(
        .a(membrane_potential),
        .b(cur_threshold),
        .c(fired_wire)
    );
    floatAdd floatadd_2 (
        .floatA(cur_threshold),
        .floatB(delta_threshold),
        .sum(raised_threshold)
	);
    floatMult mul_2(
        .floatA(raised_threshold),
        .floatB(decay_factor),
        .product(decay_threshold)
    );
endmodule
module float_compare (
    input  [15 : 0] a,
    input  [15 : 0] b,
    output c
);
    wire            a_sign  = a[15];
    wire   [4 : 0]  a_exponent = a[14 : 10];
    wire   [9 : 0]  a_mantissa  = a[9 : 0];
    wire            b_sign  = b[15];
    wire   [7 : 0]  b_exponent = b[14 : 10];
    wire   [9 : 0]  b_mantissa  = b[9 : 0];
    wire            a_e_b = ~(| (a[15 : 0] ^ b[15 : 0]));
    wire            a_sign_l_b_sign = (~a_sign) & b_sign;
    wire            a_sign_e_b_sign = ~(a_sign ^ b_sign);
    wire            a_exponent_g_b_exponent = a_exponent > b_exponent ? 1 : 0;
    wire            a_exponent_l_b_exponent = a_exponent < b_exponent ? 1 : 0;
    wire            a_exponent_e_b_exponent = ~(| (a_exponent ^ b_exponent));
    wire            a_mantissa_g_b_mantissa = a_mantissa > b_mantissa ? 1 : 0;
    wire            a_mantissa_l_b_mantissa = a_mantissa < b_mantissa ? 1 : 0;
    wire            condition1 = a_e_b;
    wire            condition3 = ~a_e_b & a_sign_l_b_sign;
    wire            condition4 = ~a_e_b & a_sign_e_b_sign & (~a_sign) & a_exponent_g_b_exponent;
    wire            condition6 = ~a_e_b & a_sign_e_b_sign & (~a_sign) & a_exponent_e_b_exponent & a_mantissa_g_b_mantissa;
    wire            condition9 = ~a_e_b & a_sign_e_b_sign & (a_sign) & a_exponent_l_b_exponent;                           
    wire            condition11= ~a_e_b & a_sign_e_b_sign & (a_sign) & a_exponent_e_b_exponent & a_mantissa_l_b_mantissa;         
    assign c = (condition1 | condition3 | condition4 | condition6 | condition9 | condition11) ? 1'b1 : 1'b0;
endmodule
module matrix_LIF(
    input clk,
    input reset,
    input start,
    output reg done,
    input wire [13:0] src1_start_address,
    input wire [13:0] src2_start_address,
    output reg [13:0] src1_address,
    input wire signed [15:0] src1_readdata,
    output wire src1_write_en,
    input wire [9:0] src1_row_size,
    input wire [9:0] src1_col_size,
    input wire [5:0] src2_row_size,
    input wire [5:0] src2_col_size,
    input wire [13:0] dest_start_address,
    output reg [13:0] dest_address,
    output reg signed [15:0] dest_writedata,
    output reg dest_write_en,
    input [15:0] thre
);
    reg [9:0] row_count;
    reg [9:0] col_count;
    assign src1_write_en = 0;
    reg [1:0] state = 2'd2;
    wire LIF_fired;
    wire signed [15:0] src1_readdata1;
    wire comp_res2, comp_res1;
    always @(posedge clk) begin
    if(reset) begin
        state <= 2'd2;
        row_count<=0;
        col_count<=0;
        src1_address<=src1_start_address;
        dest_address<=dest_start_address;
        done<=1;
    end
    else begin
        case (state)
            2'd0: begin
                src1_address<=src1_start_address;
                dest_address<=dest_start_address-1;
                state<=2'd1;
            end
            2'd1: begin
                if(row_count < src1_row_size-1) begin
                    src1_address <= src1_address + 1;
                    row_count <= row_count+1;
                    dest_address <= dest_address + 1;
                    dest_writedata <= LIF_fired;
                    dest_write_en <= 1;
                end
                else if (col_count < src1_col_size-1) begin
                    src1_address <= src1_address + 1;
                    col_count <= col_count+1;
                    row_count <= 0;
                    dest_address <= dest_address + 1;
                    dest_writedata <= LIF_fired;
                end
                else begin
                    dest_address<=dest_address + 1;
                    dest_writedata <= LIF_fired;
                    state <= 2'd2;
                end
            end
            2'd2: begin
                if(start == 1) begin
                    state <= 2'd0;
                    done <= 0;
                end
                else begin
                    dest_write_en <= 0;
                    row_count<=0;
                    col_count<=0;
                    src1_address<=src1_start_address;
                    dest_address<=dest_start_address;
                    done<=1;
                end
            end
            default: begin
                row_count<=0;
                col_count<=0;
                src1_address<=src1_start_address;
                dest_address<=dest_start_address;
                done<=1;
            end
        endcase
    end
    end
    assign src1_readdata1 = (comp_res1) ? 16'h3C00 : ((comp_res2) ? src1_readdata : 16'hBC00);
    Modified_LIFNeuron LIF(
        .clk(clk),
        .reset(reset),
        .input_current(src1_readdata1),
        .fired(LIF_fired)
    );
    float_compare comp1(
        .a(src1_readdata),
        .b(16'h3C00),
        .c(comp_res1)
    );
    float_compare comp2(
        .a(src1_readdata),
        .b(16'hBC00),
        .c(comp_res2)
    );
endmodule
### ./run.sh
#!/bin/bash
# OpenROAD 26Q1-2900-gdf79404cd8, Yosys 0.63+post, stock flow scripts
make -C /OpenROAD-flow-scripts/flow DESIGN_CONFIG=/design/flow/config.mk WORK_HOME=/design/flow/orfs finish
### ./config.mk
export PLATFORM = sky130hd
export DESIGN_NAME = matrix_LIF
export DESIGN_NICKNAME = matrix_LIF
export VERILOG_FILES = /design/flow/design.v
export SDC_FILE = /design/flow/constraint.sdc
export NUM_CORES = 4
export LEC_CHECK = 1
export CORE_UTILIZATION = 40
### ./constraint.sdc
current_design matrix_LIF

set clk_period 21.5
set clk_io_pct 0.2

create_clock -name clk0 -period $clk_period [get_ports {clk}]

set non_clock_inputs [all_inputs -no_clocks]
set_input_delay [expr $clk_period * $clk_io_pct] -clock clk0 $non_clock_inputs
set_output_delay [expr $clk_period * $clk_io_pct] -clock clk0 [all_outputs]
==> run notes <==
Results of the flow run.

From synthesis to final layout, the design area changed by 9.68%. According to the report, the first pass of detailed routing completed in 6 iterations. The fraction of layout instances using a drive strength above 1 stands at 5.92%. The clock arrives with 0.0116 ns of skew. Of the synthesized area, sequential elements account for 10.3%. The full die area stands at 49900 sq um. STA classifies the critical path startpoint as a flop. The final tally of hold violations stands at 0. The maximum fanout encountered on the critical timing path stands at 23. Looking at hold timing, the worst path starts from LIF.fired. According to the floorplan report, the placeable core area is 48000 sq um. Looking at the critical path, the single cell with the biggest stage delay is fa_1.

In the CTS report, the clock slew at the register clock pins of the worst setup and hold paths is listed as 0.06 ns. The layout has 4769 filler cells. The total number of H-tree levels stands at 3. 156 I/O pins were placed. The clock reaches the later pin of the worst-skew pair after 0.35 ns. STA classifies the critical path endpoint as a flop. Data on the critical path is required at its endpoint by 21.75 ns.

The synthesis report lists the Yosys warning total as 7. The flow ran to the end, and the final reports show no timing, DRC or antenna violations.

The buffer_ports step reported a buffer count of 97. The min-delay analysis places its worst path in the category reg2reg. The most used flip-flop cell after synthesis is dfxtp_1.

The first global-routing pass estimated 100 mm of wire. Counting cells, the worst reg-to-reg path comes to 50. Per the timing report, the most critical flop-to-flop path originates at LIF.cur_threshold[10]. Once the clock tree was built, the setup fixing pass inserted 0 buffers. The global placer's final weighted congestion stands at 0.995.

The die span in x stands at 223 microns. The reported max-cap violation count stands at 0. Entering global routing, the biggest net connects 44 pins. After routing, the total negative slack on setup checks comes to 0 ns.

In this run the worst setup path terminates at LIF.cur_threshold[7]. In this run the worst setup path begins at LIF.cur_threshold[10]. The average detailed-routed wire length per instance stands at 18.2 microns. The share of flip-flops with an asynchronous set or reset after synthesis stands at 0%. The post-synthesis chip area from yosys stands at 19600 sq um. After detailed routing, the total wire length is 61.6 mm.

Per the Yosys statistics, synthesis produced 2735 cells. The tool warning count for the run is 156.

The report lists the number of cells resized after CTS as 0. The critical path in this run is classified as reg2reg. The number of max-slew violations in the final report stands at 0. The endpoint identified for the worst register-to-register timing path is LIF.cur_threshold[7].

The slack of the worst reg-to-reg path stands at 6.95 ns. The count of flip-flops with a built-in enable after synthesis stands at 30. Post-route period utilization is reported as 67.7%. STA on the placed design reports a worst setup slack of 7.19 ns. TritonCTS built the clock tree. Per the synth log, the flip-flop and latch total comes to 86.

The overflow left after global routing stands at 0. Once iteration 0 of detailed routing completed, the report listed 2139 DRC markers.

The post-cts hold-fix buffer tally stands at 0. The longest individual stage delay on the worst path stands at 0.73 ns. The actual slew at the worst max-slew pin stands at 0.925 ns. In the synthesized netlist, the number of instances is 2735.

In this run the tightest slew margin relative to its limit is 37.9%. The total antenna diodes in the routed design stands at 0. Note, the detailed placer reported a final HPWL of 47.4 mm. The post-synthesis instance area stands at 19600 sq um. The smallest setup slack after layout stands at 6.95 ns. The vertical die dimension reported for this design is 223 microns. The final-layout worst hold slack stands at 0.403 ns. Per the detail_route report, DRC violations left total 0. The minimum period implied by the final worst setup slack stands at 14.55 ns. Row generation in the floorplan step produced 80 rows.

Yosys mapped the design onto 103 distinct sky130hd cell types. The routed layout has 20200 vias. Per the timing report, the achievable frequency comes out to 0.0687 GHz.

The maximum root-to-sink buffer count stands at 2. The initial antenna violation count stands at 1. The clock sink count stands at 86. For this run, the final setup violation count is recorded as 0. Setup repair after global routing left no endpoint under its margin. Nets still carrying antenna violations after routing amount to 0. The mean cell area of the mapped netlist stands at 7.17 sq um. CTS placed an instance of clkbuf_16 at the clock tree root.

The arrival time of the worst setup path stands at 14.80 ns. Before placement the cells fill 40.8% of the core. The overall track demand over capacity in global routing stands at 24.9%. After detailed routing, the number of vias per cell comes to 5.97.

The via count of the first global-routing pass came to 18500. In this run, CTS created clock tree buffers numbering 9.
==> cells in the mapped netlist, drive strengths merged, types with 17 or more instances <==
master    n  area (sq um)
o21bai   22           165
clkbuf  114           428
a22oi    21           158
nor4     24           163
a31oi    44           275
and2     22           143
a221oi   34           310
nor2b    22           138
fa       41           821
o21ai   221          1110
nand2   259           975
nand4    30           188
ha      241          3020
or2      21           131
a211oi   38           295
buf      46           293
xnor2   111          1010
a21o     24           181
a21oi   202          1020
dfxtp    56          1120
nor2    243           915
mux2i    47           470
o22ai    25           156
or3      20           125
nand2b   20           125
inv     207           780
and3     25           156
nor3     84           430
nand3    83           430
o31ai    17           128
o21a     37           278
edfxtp   30           901
o211ai   40           338
xor2     57           522
==> metal layers <==
| layer | routed length [microns] | global-route usage (%) | vias to the layer above |
|---|---|---|---|
| met2 | 26600 | 37.1 | 758 |
| met3 | 4520 | 4.47 | 64 |
| met1 | 29600 | 38.5 | 9361 |
| met5 | 0 | 0 | - |
| li1 | - | - | 10000 |
| met4 | 926 | 3.56 | 0 |
==> flip-flops by register name, summed over array words and instances, names as in the netlist <==
register / flops
state: 2
row_count: 10
dest_address: 14
LIF.cur_threshold: 16
dest_writedata: 1
col_count: 10
src1_address: 14
dest_write_en: 1
done: 1
LIF.fired: 1
LIF.membrane_potential: 16
==> critical path, delay by kind of cell, from the launching register on <==
| kind | cells | cell delay, ns |
|---|---|---|
| and+or+nand+nor | 17 | 4.33 |
| DFF | 1 | 0.31 |
| buffers and inverters | 6 | 0.95 |
| adders and majority gates | 10 | 4.39 |
| AOI/OAI and AO/OA | 16 | 4.19 |
| muxes | 1 | 0.28 |
==> layout make-up <==
class | instances | area [sq um] | share of cell area [%]
multi-input cells | 2294 | 16200 | 75.1
repair buffers | 164 | 1470 | 6.85
inverters | 211 | 795 | 3.69
clock inverters | 6 | 50.0 | 0.233
clock buffers | 10 | 239 | 1.11
flip-flops and latches | 86 | 2020 | 9.40
well taps | 615 | 769 | 3.58
==> logic make-up after synthesis <==
group,count (synthesis),share of synthesized area (%)
simple gates,887,21.4
compound gates,883,30.2
buf+inv,371,7.73
fa+ha+maj,282,19.6
xor+xnor,168,7.81
flops,86,10.3
mux,56,2.97
other cells,2,0.0383
==> through the flow <==
stage                     instances  utilization [%]  cell area, sq um
after floorplan                2751                -             19700
after global placement         3370             44.2             21200
after detailed placement       3370             44.2             21200
after CTS                      3386             44.8             21500
after global routing           3386             44.8             21500
final                          3386             44.8             21500
==> how the worst min path moves through the flow <==
stage,to,slack (ns),depth (start not counted)
CTS,dest_writedata[0],0.40,0
global route,dest_writedata[0],0.42,0
finish,dest_writedata[0],0.40,0
==> cells in the final DEF (no fill, tap or decap), types with 30 or more instances in the layout <==
cell | netlist | layout
a211oi_1 | 36 | 36
a21oi_1 | 200 | 200
a221oi_1 | 32 | 32
a31oi_1 | 44 | 44
buf_4 | 23 | 67
clkdlybuf4s50_1 | 0 | 97
dfxtp_1 | 56 | 56
edfxtp_1 | 30 | 30
fa_1 | 41 | 41
ha_1 | 241 | 241
inv_1 | 205 | 205
mux2i_1 | 47 | 47
nand2_1 | 258 | 258
nand3_1 | 80 | 80
nand4_1 | 30 | 30
nor2_1 | 242 | 240
nor3_1 | 82 | 82
o211ai_1 | 36 | 36
o21a_1 | 37 | 37
o21ai_0 | 215 | 215
xnor2_1 | 106 | 103
xor2_1 | 54 | 54
