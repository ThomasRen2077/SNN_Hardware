**design/flow/run.sh**
```bash
#!/bin/bash
# OpenROAD 26Q1-2900-gdf79404cd8, Yosys 0.63+post, stock flow scripts
make -C /OpenROAD-flow-scripts/flow DESIGN_CONFIG=/design/flow/config.mk WORK_HOME=/design/flow/orfs finish
```
**design/flow/config.mk**
```make
export PLATFORM = sky130hd
export DESIGN_NAME = matrix_conv
export DESIGN_NICKNAME = matrix_conv
export VERILOG_FILES = /design/flow/design.v
export SDC_FILE = /design/flow/constraint.sdc
export NUM_CORES = 4
export LEC_CHECK = 1
export CORE_UTILIZATION = 50
```
**design/flow/constraint.sdc**
```tcl
current_design matrix_conv

set clk_period 12.1
set clk_io_pct 0.2

create_clock -name clk0 -period $clk_period [get_ports {clk}]

set non_clock_inputs [all_inputs -no_clocks]
set_input_delay [expr $clk_period * $clk_io_pct] -clock clk0 $non_clock_inputs
set_output_delay [expr $clk_period * $clk_io_pct] -clock clk0 [all_outputs]
```
**design/flow/design.v**
```verilog
module matrix_conv(
    input clk,
    input reset,
    input start,
    output reg done,
    input wire [13:0] src1_start_address,
    input wire [13:0] src2_start_address,
    output reg [13:0] src1_address,
    input wire [15:0] src1_readdata,
    output wire [15:0] src1_writedata,
    output wire src1_write_en,
    output reg [13:0] src2_address,
    input wire [15:0] src2_readdata,
    output wire [15:0] src2_writedata,
    output wire src2_write_en,
    input wire [9:0] src1_row_size,  
    input wire [9:0] src1_col_size,
    input wire [5:0] src2_row_size,  
    input wire [5:0] src2_col_size,
    input wire [13:0] dest_start_address,
    output reg [13:0] dest_address,
    input wire [15:0] dest_readdata,
    output wire [15:0] dest_writedata,
    output reg dest_write_en
);
    localparam IDLE = 3'd0,
               READ_KERNEL = 3'd1,
               CALC = 3'd2,
               SLIDE = 3'd3,
               WRITE = 3'd4,
               DONE = 3'd5;
    reg [9:0] i,j,m,n;
    reg [3:0] i_k, j_k;
    reg [15:0] kernel [3:0][3:0];
    reg [13:0] kernel_address;
    reg [2:0] state, next_state;
    reg [15:0] sum;
    wire [15:0] product;
    wire [15:0] sum_plus_product;
    assign src1_write_en = 0;
    assign src2_write_en = 0;
    assign src1_writedata = 0;
    assign src2_writedata = 0;
    assign dest_writedata = sum;
    always @(posedge clk, posedge reset) begin
        if (reset) begin
            state <= IDLE;
        end else begin
            state <= next_state;
        end
    end
    always @(*) begin
        case(state)
            IDLE: begin
                done = 1;
                if (start) begin
                    next_state = READ_KERNEL;
                end
                else begin
                    next_state = IDLE;
                end
            end
            READ_KERNEL: begin
                done = 0;
                if ( (i_k == src2_col_size-1) && (j_k == src2_row_size-1) ) begin
                    next_state = CALC;
                end
                else begin
                    next_state = READ_KERNEL;
                end
            end
            CALC: begin
                done = 0;
                if  (( j == src2_row_size-1) && ( i == src2_col_size-1)) begin
                    next_state = WRITE;
                end
                else begin
                    next_state = CALC;
                end
            end
            SLIDE: begin
                done = 0;
                next_state = CALC;
            end
            WRITE: begin
                done = 0;
                if  ((m == (src1_col_size - src2_col_size - 1 + (src2_col_size >> 1))) && (n == (src1_row_size - src2_row_size - 1 + (src2_row_size >> 1)))) begin
                    next_state = DONE;
                end
                else begin
                    next_state = SLIDE;
                end
            end
            DONE: begin
                next_state = IDLE;
                done = 1;
            end
            default: begin
                next_state = IDLE;
                done = 1;
            end
        endcase
    end
    always @(posedge clk) begin
        case(state)
            IDLE: begin
                dest_write_en <= 0;
                i <= 0;
                j <= 0;
                m <= 0;
                n <= 0;
                i_k <= 0;
                j_k <= 0;
                sum <= 0;
                src1_address <= src1_start_address;
                src2_address <= src2_start_address;
                dest_address <= dest_start_address;
                kernel_address <= src1_start_address;
            end
            READ_KERNEL: begin
                src2_address <= src2_address+1;
                kernel[i_k][j_k] <= src2_readdata;
                if(j_k == src2_row_size - 1) begin
                    j_k <= 0;
                    i_k <= i_k + 1;
                end
                else begin
                    j_k <= j_k + 1;
                end
            end
            CALC: begin
               sum <= sum + src1_readdata * kernel[i][j];  
                if(j == src2_row_size - 1 ) begin
                    j<=0;
                    if(i == src2_row_size - 1) begin
                        dest_write_en<=1;
                        i<=0;
                    end
                    else begin
                        dest_write_en<=0;
                        src1_address <= src1_address + src1_row_size - j; 
                        i<=i+1;
                    end
                end
                else begin
                    src1_address <= src1_address + 1;
                    j<=j+1;
                end
            end
            SLIDE: begin  
                if(n == (src1_row_size - src2_row_size - 1 + (src2_row_size >> 1))) begin
                    n <= 0;
                    m <= m+1;
                    kernel_address <= kernel_address + src1_row_size - n;
                    src1_address <= kernel_address + src1_row_size - n;
                end
                else begin
                    n <= n+1;
                    kernel_address <= kernel_address + 1;
                    src1_address <= kernel_address + 1;
                end
            end
            WRITE: begin
                dest_write_en <= 0;
                dest_address <= dest_address + 1;
                sum <= 0;
            end
            DONE: begin
                i <= 0;
                j <= 0;
                i <= 0;
                j <= 0;
                m <= 0;
                n <= 0;
                dest_address <= dest_start_address;
                src1_address <= src1_start_address;
                src2_address <= src2_start_address;
                dest_write_en <= 0;
            end
        endcase
    end
    floatMult mul(
        .floatA(src1_readdata),
        .floatB(kernel[i][j]),
        .product(product)
    );
	floatAdd floatadd (
        .floatA(sum),
        .floatB(product),
        .sum(sum_plus_product)
	);
endmodule
module floatAdd (
	input wire [15:0] floatA,
	input wire [15:0] floatB,
	output reg [15:0] sum
);
reg sign;
reg signed [5:0] exponent;  
reg [9:0] mantissa;
reg [4:0] exponentA, exponentB;
reg [10:0] fractionA, fractionB, fraction;	 
reg [7:0] shiftAmount;
reg cout;
always @ (floatA or floatB) begin
	exponentA = floatA[14:10];
	exponentB = floatB[14:10];
	fractionA = {1'b1,floatA[9:0]};
	fractionB = {1'b1,floatB[9:0]};
	exponent = exponentA;
	if (floatA == 0) begin						 
		sum = floatB;
	end else if (floatB == 0) begin					 
		sum = floatA;
	end else if (floatA[14:0] == floatB[14:0] && floatA[15]^floatB[15]==1'b1) begin
		sum=0;
	end else begin
		if (exponentB > exponentA) begin
			shiftAmount = exponentB - exponentA;
			fractionA = fractionA >> (shiftAmount);
			exponent = exponentB;
		end else if (exponentA > exponentB) begin 
			shiftAmount = exponentA - exponentB;
			fractionB = fractionB >> (shiftAmount);
			exponent = exponentA;
		end
		if (floatA[15] == floatB[15]) begin			 
			{cout,fraction} = fractionA + fractionB;
			if (cout == 1'b1) begin
				{cout,fraction} = {cout,fraction} >> 1;
				exponent = exponent + 1;
			end
			sign = floatA[15];
		end else begin						 
			if (floatA[15] == 1'b1) begin
				{cout,fraction} = fractionB - fractionA;
			end else begin
				{cout,fraction} = fractionA - fractionB;
			end
			sign = cout;
			if (cout == 1'b1) begin
				fraction = -fraction;
			end else begin
			end
			if (fraction [10] == 0) begin
				if (fraction[9] == 1'b1) begin
					fraction = fraction << 1;
					exponent = exponent - 1;
				end else if (fraction[8] == 1'b1) begin
					fraction = fraction << 2;
					exponent = exponent - 2;
				end else if (fraction[7] == 1'b1) begin
					fraction = fraction << 3;
					exponent = exponent - 3;
				end else if (fraction[6] == 1'b1) begin
					fraction = fraction << 4;
					exponent = exponent - 4;
				end else if (fraction[5] == 1'b1) begin
					fraction = fraction << 5;
					exponent = exponent - 5;
				end else if (fraction[4] == 1'b1) begin
					fraction = fraction << 6;
					exponent = exponent - 6;
				end else if (fraction[3] == 1'b1) begin
					fraction = fraction << 7;
					exponent = exponent - 7;
				end else if (fraction[2] == 1'b1) begin
					fraction = fraction << 8;
					exponent = exponent - 8;
				end else if (fraction[1] == 1'b1) begin
					fraction = fraction << 9;
					exponent = exponent - 9;
				end else if (fraction[0] == 1'b1) begin
					fraction = fraction << 10;
					exponent = exponent - 10;
				end 
			end
		end
		mantissa = fraction[9:0]; 
		if(exponent[5]==1'b1) begin
			sum = 16'b0000000000000000;
		end
		else begin
			sum = {sign,exponent[4:0],mantissa};
		end		
	end		
end
endmodule
module floatMult 
(
	input wire [15:0] floatA,
	input wire [15:0] floatB,
	output reg [15:0] product
);
reg sign; 
reg signed [5:0] exponent;
reg [9:0] mantissa;
reg [10:0] fractionA, fractionB;	 
reg [21:0] fraction; 
always @ (floatA or floatB) 
begin
	if (floatA == 0 || floatB == 0) 
		product = 0;
	else 
	begin
		sign = floatA[15] ^ floatB[15]; 
		exponent = floatA[14:10] + floatB[14:10] - 5'd15 + 5'd2; 
		fractionA = {1'b1,floatA[9:0]}; 
		fractionB = {1'b1,floatB[9:0]};
		fraction = fractionA * fractionB;
		if (fraction[21] == 1'b1) 
		begin
			fraction = fraction << 1;
			exponent = exponent - 1; 
		end 
		else if (fraction[20] == 1'b1) 
		begin
			fraction = fraction << 2;
			exponent = exponent - 2;
		end 
		else if (fraction[19] == 1'b1) 
		begin
			fraction = fraction << 3;
			exponent = exponent - 3;
		end 
		else if (fraction[18] == 1'b1) 
		begin
			fraction = fraction << 4;
			exponent = exponent - 4;
		end 
		else if (fraction[17] == 1'b1) 
		begin
			fraction = fraction << 5;
			exponent = exponent - 5;
		end 
		else if (fraction[16] == 1'b1) 
		begin
			fraction = fraction << 6;
			exponent = exponent - 6;
		end 
		else if (fraction[15] == 1'b1) 
		begin
			fraction = fraction << 7;
			exponent = exponent - 7;
		end 
		else if (fraction[14] == 1'b1) 
		begin
			fraction = fraction << 8;
			exponent = exponent - 8;
		end 
		else if (fraction[13] == 1'b1) 
		begin
			fraction = fraction << 9;
			exponent = exponent - 9;
		end 
		else if (fraction[12] == 1'b0) 
		begin
			fraction = fraction << 10;
			exponent = exponent - 10;
		end 
		mantissa = fraction[21:12];
		if(exponent[5]==1'b1) begin 
			product=16'b0000000000000000;
		end
		else begin
			product = {sign,exponent[4:0],mantissa};
		end
	end
end
endmodule
```
==> results.tsv <==
stage	metric	value	unit
placed_design	gp_congestion	0.914	
min_path	hold-path-cell-count	1	
timing	timing.final.crit_period	8.12	ns
critical_path	crit_required	12.46	ns
logic_synthesis	synth_stat.cells	2159	
critical_path	timing_worst_setup_path_type	input pin to flip-flop	
logic_synthesis	ys.warnings.count	3	
floorplan	die_area	51600	um2
clock_network	clock.latency.late_pin	0.60	ns
layout	post_layout_nonfiller_instances	3045	
min_path	hp-class	flip-flop to flip-flop	
critical_path	r2r_end	sum[14]$_SDFFCE_PP0P_	
placed_design	dp.cells	2963	
floorplan	die-height	227	um
route	ant_nets	0	
timing	rsz0062_at_grt	false	
layout	num-fill-cells	4114	
clock_network	clk_root_buffer_cell	clkbuf_16	
power	cellPowerDensity	251	nW/um2
clock_network	post_cts_setup_buffer_count	0	
clock_network	cts_tree	yes	
global_routing	grt_overflow	0	
clock_network	numCtsBuffers	45	
critical_path	worstSetupEndpointType	flip-flop	
timing	finalHoldViolations	0	
global_routing	antenna_found_initial	2	
logic_synthesis	enable_flop_cells	377	
logic_synthesis	most_common_cell	edfxtp_1	
timing	slew-limit-headroom	41.3	%
logic_synthesis	postSynthAreaPerCell	11.7	um2
route	drt_iter0_markers	750	
power	ir_worst_vdd	0.642	mV
critical_path	reg2reg_depth	25	
logic_synthesis	synth.distinct_cells	69	
logic_synthesis	synth.yosys.chip_area	25300	um2
logic_synthesis	postSynthCellCount	2159	
logic_synthesis	postSynthSeqShare	45.3	%
critical_path	critical_path.max_fanout	12	
floorplan	initial_utilization	50.6	%
floorplan	core_area	50100	um2
power	pwr-share-comb	55.4	%
timing	fin_crit_sh	67.1	%
logic_synthesis	post_synthesis_cell_area	25300	um2
power	switching_share	38.9	%
clock_network	ctsHtreeMaxLevel	2	
run_status	run_status	completed	
route	dr_pass1_iterations	5	
placed_design	detailed_place_hpwl	39900	um
critical_path	cp_data_arrival_time	8.47	ns
logic_synthesis	synth-async-reset-ratio	1.57	%
clock_network	post_cts_hold_buffer_count	0	
power	seqPwrFrac	27.0	%
critical_path	source_of_the_worst_register_to_register_timing_path	j[1]$_SDFFCE_PP0P_	
timing	tightestPinTransition	0.880	ns
timing	timing.setup.tns	0	ns
route	vias	15933	
global_routing	grt_pass1_vias	16221	
logic_synthesis	synth.top_cells.by_area	edfxtp_1 45%, fa_1 9.3%, ha_1 7.1%	
floorplan	total_i_o_pin_count	219	
route	post_drt_wl_per_cell	18.9	um
global_routing	grtUsageTotal	25.1	%
timing	skew_final	0.0212	ns
logic_synthesis	synthDominantAreaCellType	edfxtp_1	
clock_network	cts.path.max_buffers	3	
logic_synthesis	yosysTopAreaCellShare	44.7	%
route	viasPerCell	5.23	
min_path	worst_hold_startpoint	state[4]$_DFF_PP0_	
flow_run	cap_violations	0	
clock_network	clkTransAtPathRegs	0.06	ns
layout	utilization	58.2	%
route	routed_wl	57600	um
power	power_leakage	11.6	nW
global_routing	grt_max_degree	65	
timing	max_freq	123	MHz
flow_run	warnings	48	
timing	slew_violations	0	
layout	layout-area-overhead-vs-synth	15.0	%
layout	ratio_of_cells_with_drive_above_1_in_the_final_layout	8.60	%
clock_network	clock-sinks	383	
critical_path	worst_case_register_to_register_setup_slack	4.13	ns
critical_path	startpoint_type	input pin	
floorplan	dieWidth	227	um
clock_network	resize_count_post_cts	0	
power	power.internal	4.47	mW
floorplan	placement_rows	82	
logic_synthesis	synth_top_flop_cell	edfxtp_1	
route	drc	0	
power	total_switching_power	2.84	mW
layout	mi_logic_area	12200	um2
placed_design	port_buffers	168	
layout	flop_area	11500	um2
logic_synthesis	top_cells_by_count	377 x edfxtp_1, 345 x inv_1, 144 x nand2_1	
global_routing	grt_pass1_wl	89700	um
logic_synthesis	postSynthRegisterBits	383	
min_path	worstHoldEndpoint	state[0]$_DFF_PP1_	
power	share_clk_of_total_power	17.7	%
timing	finalSetupViolations	0	
==> per-stage QoR <==
stage               hold WS [ns]  instance area [um2]  setup WS, ns  total power [mW]
global placement           0.502                27700          3.50              6.06
global route               0.563                29100          3.52              8.07
finish                     0.525                29100          3.98              7.31
detailed placement         0.512                27700          3.42              6.09
CTS                        0.524                29100          4.02              7.41
floorplan                  0.473                25500          4.79              5.17
==> worst max-delay path, cell delays in order <==
cell	delay, ns
clkdlybuf4s50_1	0.76
inv_1	0.16
or2_2	0.34
fa_1	0.42
fa_1	0.51
inv_1	0.04
ha_1	0.28
ha_1	0.28
inv_1	0.05
fa_1	0.58
inv_1	0.06
ha_1	0.28
a21o_1	0.16
a21oi_1	0.23
o21ai_0	0.13
a21oi_1	0.24
o21ai_0	0.12
a21oi_1	0.29
o21ai_0	0.16
a2111oi_0	0.61
o311ai_0	0.23
o41ai_1	0.12
==> layout make-up <==
class	count	area share [%]
diodes	2	0.0172
clock buffers	52	3.95
clock inverters	28	0.915
inverters	345	4.44
multi-input cells	1364	41.8
flip-flops and latches	383	39.4
well taps	672	2.89
repair buffers	199	6.61
==> state kept, by name, indices dropped and copies added (netlist names) <==
signal and flops:
src2_address 14, state 6, m 10, dest_write_en 1
j 10, src1_address 14, dest_address 14, j_k 4
sum 16, kernel_address 14, n 10, i_k 4
i 10, kernel 256
==> metal layers <==
layer  share of wire (%)  track usage, %  vias to the layer above  routed length, um
li1                    -               -                     7704                  -
met2                  47            38.1                      567              27300
met1                  40            36.5                     7592              23100
met5               0.021           0.569                        -                 12
met3                  11            10.8                       68               6060
met4                 1.9            4.42                        2               1070
==> placed cells by master, fill, tap and decap left out, types with 59 or more instances in the layout <==
| cell type | n |
|---|---|
| xor2_1 | 79 |
| fa_1 | 118 |
| xnor2_1 | 138 |
| inv_1 | 345 |
| nor2_1 | 127 |
| nand2_1 | 144 |
| o21ai_0 | 77 |
| edfxtp_1 | 377 |
| mux4_2 | 65 |
| and2_1 | 59 |
| ha_1 | 143 |
| clkdlybuf4s50_1 | 168 |
==> worst max-delay path by stage <==
stage,start,to,slack [ns],depth (start not counted)
4_1_cts,src1_readdata[1],sum[14]$_SDFFCE_PP0P_,4.02,22
6_report,src1_readdata[1],sum[14]$_SDFFCE_PP0P_,3.98,22
5_1_grt,src1_readdata[1],sum[14]$_SDFFCE_PP0P_,3.52,22
==> power groups by stage <==
stage	combinational [mW]	clock, mW	sequential [mW]
after CTS	4.11	1.32	1.97
final	4.05	1.29	1.97
after global routing	4.71	1.37	1.99
==> cells by family after synthesis <==
logic type | share of synthesized area [%]
xor+xnor | 7.68
fa+ha+maj | 16.4
flops | 45.3
other cells | 0.0148
mux | 7.98
simple gates | 9.93
buf+inv | 7.33
compound gates | 5.42
Power is estimated from default activity; no workload was simulated.
