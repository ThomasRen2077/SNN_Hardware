### ./config.mk
export PLATFORM = sky130hd
export DESIGN_NAME = matrix_fc
export DESIGN_NICKNAME = matrix_fc
export VERILOG_FILES = /design/flow/design.v
export SDC_FILE = /design/flow/constraint.sdc
export NUM_CORES = 4
export LEC_CHECK = 1
export CORE_UTILIZATION = 40
### ./constraint.sdc
current_design matrix_fc

set clk_period 11.7
set clk_io_pct 0.2

create_clock -name clk0 -period $clk_period [get_ports {clk}]

set non_clock_inputs [all_inputs -no_clocks]
set_input_delay [expr $clk_period * $clk_io_pct] -clock clk0 $non_clock_inputs
set_output_delay [expr $clk_period * $clk_io_pct] -clock clk0 [all_outputs]
### ./design.v
module floatAdd (
	input wire [15:0] floatA,
	input wire [15:0] floatB,
	output reg [15:0] sum
);
reg sign;
reg signed [5:0] exponent;  
reg [9:0] mantissa;
reg [4:0] exponentA, exponentB;
reg [10:0] fractionA, fractionB, fraction;	 
reg [7:0] shiftAmount;
reg cout;
always @ (floatA or floatB) begin
	exponentA = floatA[14:10];
	exponentB = floatB[14:10];
	fractionA = {1'b1,floatA[9:0]};
	fractionB = {1'b1,floatB[9:0]};
	exponent = exponentA;
	if (floatA == 0) begin						 
		sum = floatB;
	end else if (floatB == 0) begin					 
		sum = floatA;
	end else if (floatA[14:0] == floatB[14:0] && floatA[15]^floatB[15]==1'b1) begin
		sum=0;
	end else begin
		if (exponentB > exponentA) begin
			shiftAmount = exponentB - exponentA;
			fractionA = fractionA >> (shiftAmount);
			exponent = exponentB;
		end else if (exponentA > exponentB) begin 
			shiftAmount = exponentA - exponentB;
			fractionB = fractionB >> (shiftAmount);
			exponent = exponentA;
		end
		if (floatA[15] == floatB[15]) begin			 
			{cout,fraction} = fractionA + fractionB;
			if (cout == 1'b1) begin
				{cout,fraction} = {cout,fraction} >> 1;
				exponent = exponent + 1;
			end
			sign = floatA[15];
		end else begin						 
			if (floatA[15] == 1'b1) begin
				{cout,fraction} = fractionB - fractionA;
			end else begin
				{cout,fraction} = fractionA - fractionB;
			end
			sign = cout;
			if (cout == 1'b1) begin
				fraction = -fraction;
			end else begin
			end
			if (fraction [10] == 0) begin
				if (fraction[9] == 1'b1) begin
					fraction = fraction << 1;
					exponent = exponent - 1;
				end else if (fraction[8] == 1'b1) begin
					fraction = fraction << 2;
					exponent = exponent - 2;
				end else if (fraction[7] == 1'b1) begin
					fraction = fraction << 3;
					exponent = exponent - 3;
				end else if (fraction[6] == 1'b1) begin
					fraction = fraction << 4;
					exponent = exponent - 4;
				end else if (fraction[5] == 1'b1) begin
					fraction = fraction << 5;
					exponent = exponent - 5;
				end else if (fraction[4] == 1'b1) begin
					fraction = fraction << 6;
					exponent = exponent - 6;
				end else if (fraction[3] == 1'b1) begin
					fraction = fraction << 7;
					exponent = exponent - 7;
				end else if (fraction[2] == 1'b1) begin
					fraction = fraction << 8;
					exponent = exponent - 8;
				end else if (fraction[1] == 1'b1) begin
					fraction = fraction << 9;
					exponent = exponent - 9;
				end else if (fraction[0] == 1'b1) begin
					fraction = fraction << 10;
					exponent = exponent - 10;
				end 
			end
		end
		mantissa = fraction[9:0]; 
		if(exponent[5]==1'b1) begin
			sum = 16'b0000000000000000;
		end
		else begin
			sum = {sign,exponent[4:0],mantissa};
		end		
	end		
end
endmodule
module floatMult 
(
	input wire [15:0] floatA,
	input wire [15:0] floatB,
	output reg [15:0] product
);
reg sign; 
reg signed [5:0] exponent;
reg [9:0] mantissa;
reg [10:0] fractionA, fractionB;	 
reg [21:0] fraction; 
always @ (floatA or floatB) 
begin
	if (floatA == 0 || floatB == 0) 
		product = 0;
	else 
	begin
		sign = floatA[15] ^ floatB[15]; 
		exponent = floatA[14:10] + floatB[14:10] - 5'd15 + 5'd2; 
		fractionA = {1'b1,floatA[9:0]}; 
		fractionB = {1'b1,floatB[9:0]};
		fraction = fractionA * fractionB;
		if (fraction[21] == 1'b1) 
		begin
			fraction = fraction << 1;
			exponent = exponent - 1; 
		end 
		else if (fraction[20] == 1'b1) 
		begin
			fraction = fraction << 2;
			exponent = exponent - 2;
		end 
		else if (fraction[19] == 1'b1) 
		begin
			fraction = fraction << 3;
			exponent = exponent - 3;
		end 
		else if (fraction[18] == 1'b1) 
		begin
			fraction = fraction << 4;
			exponent = exponent - 4;
		end 
		else if (fraction[17] == 1'b1) 
		begin
			fraction = fraction << 5;
			exponent = exponent - 5;
		end 
		else if (fraction[16] == 1'b1) 
		begin
			fraction = fraction << 6;
			exponent = exponent - 6;
		end 
		else if (fraction[15] == 1'b1) 
		begin
			fraction = fraction << 7;
			exponent = exponent - 7;
		end 
		else if (fraction[14] == 1'b1) 
		begin
			fraction = fraction << 8;
			exponent = exponent - 8;
		end 
		else if (fraction[13] == 1'b1) 
		begin
			fraction = fraction << 9;
			exponent = exponent - 9;
		end 
		else if (fraction[12] == 1'b0) 
		begin
			fraction = fraction << 10;
			exponent = exponent - 10;
		end 
		mantissa = fraction[21:12];
		if(exponent[5]==1'b1) begin 
			product=16'b0000000000000000;
		end
		else begin
			product = {sign,exponent[4:0],mantissa};
		end
	end
end
endmodule
module matrix_fc(
    input clk,
    input reset,
    input start,
    output reg done,
    input wire [13:0] src1_start_address,
    input wire [13:0] src2_start_address,
    output reg [13:0] src1_address,
    input wire [15:0] src1_readdata,
    output wire src1_write_en,
    output reg [13:0] src2_address,
    input wire [15:0] src2_readdata,
    output wire src2_write_en,
    input wire [12:0] src1_row_size,
    input wire [12:0] src1_col_size,
    input wire [12:0] src2_row_size,
    input wire [12:0] src2_col_size,
    input wire [13:0] dest_start_address,
    output reg [13:0] dest_address,
    output wire [15:0] dest_writedata,
    output reg dest_write_en
);
    localparam IDLE = 0,
               CALC = 1,
               WRITE = 2,
               DONE = 3;
    reg [2:0] state, next_state;
    assign src1_write_en = 0;
    assign src2_write_en = 0;
    wire [15:0] product;
    reg [12:0] i, j, k;
    reg [15:0] sum;
	 wire [15:0] sum_plus_product;
    assign dest_writedata = sum;
    always @(posedge clk, posedge reset) begin
        if (reset) begin
            state <= IDLE;
        end else begin
            state <= next_state;
        end
    end
    always @(*) begin
        case(state)
            IDLE: begin
                done = 1;
                if (start) begin
                    next_state = CALC;
                end
                else begin
                    next_state = IDLE;
                end
            end
            CALC: begin
                done = 0;
                if  ( j == src1_row_size-1) begin
                    next_state = WRITE;
                end
                else begin
                    next_state = CALC;
                end
            end
            WRITE: begin
                done = 0;
                if  (k == src1_col_size)  begin  
                    next_state = DONE;
                end
                else begin
                    next_state = CALC;
                end
            end
            DONE: begin
                next_state = IDLE;
                done = 1;
            end
            default: begin
                next_state = IDLE;
                done = 1;
            end
        endcase
    end
    always @(posedge clk) begin
        case(state)
            IDLE: begin
                dest_write_en <= 0;
                i <= 1;
                j <= 0;
                sum <= 0;
                src1_address <= src1_start_address;
                src2_address <= src2_start_address;
                dest_address <= dest_start_address;
                k<=0;
            end
            CALC: begin
                if(j<src1_row_size-1) begin  
                    src1_address <= src1_address + 1;
                    src2_address <= src2_address + src2_row_size;
                end
					 sum <= sum_plus_product;
                j<=j+1;
                if(j==src1_row_size-1) begin  
                    dest_write_en <= 1;
                end
                else begin
                    dest_write_en <= 0;
                end
                if  (( i == src2_row_size ) && ( j == src1_row_size-1))  begin  
                    k <= k+1;
                end
            end
            WRITE: begin
                if(i == src2_row_size) begin
                    src2_address <= src2_start_address;  
                end
                else begin
                    src2_address <= src2_start_address+i;
                end
                if(i == src2_row_size) begin 
                    src1_address <= src1_address + 1;
                end
                else begin
                    src1_address <= src1_address - src1_row_size + 1;  
                end
                if(i < src2_row_size ) begin
                    i<=i+1;
                end
                else begin
                    i<=1;
                end
                dest_address <= dest_address + 1;  
                sum <= 0;
                j<=0;
                dest_write_en <= 0;
            end
            DONE: begin
                k<=0;
                i<=0;
                j<=0;
                dest_address <= dest_start_address;
                src1_address <= src1_start_address;
                src2_address <= src2_start_address;
                dest_write_en <= 0;
            end
        endcase
    end
    floatMult mul(
        .floatA(src1_readdata),
        .floatB(src2_readdata),
        .product(product)
    );
	floatAdd floatadd (
        .floatA(sum),
        .floatB(product),
        .sum(sum_plus_product)
	);
endmodule
### ./run.sh
#!/bin/bash
# OpenROAD 26Q1-2900-gdf79404cd8, Yosys 0.63+post, stock flow scripts
make -C /OpenROAD-flow-scripts/flow DESIGN_CONFIG=/design/flow/config.mk WORK_HOME=/design/flow/orfs finish
==> qor.csv <==
stage,metric,value,unit
floorplanning,placeableCoreArea,49250,um2
global_route,first_pass_grt_wire_length,120900,um
placement,port_buffers,175,
clock_network,numCtsBuffers,9,
route,drt_pass1_iterations,5,
global_route,grt_pass1_vias,21790,
logic_synthesis,avgSynthCellArea,7.937,um2
sta,fin_crit_sh,1.182,
global_route,global_route.overflow_total,0,
job,drv_cap,0,
floorplanning,fp.dieW,226.4,um
logic_synthesis,ys_chip_area,20140,um2
global_route,largest_net_degree_at_the_start_of_global_routing,58,
logic_synthesis,ys.flop_type,sky130_fd_sc_hd__edfxtp_1,
logic_synthesis,synth.cell_area,20140,um2
placement,dp_hpwl,62750,um
route,wire_per_inst,19.41,um
clock_network,clock_sinks,102,
route,vias,21850,
logic_synthesis,numSynthFlops,102,
sta,worst_clock_skew,0.01694,ns
logic_synthesis,yosys_cells,2537,
finish,stdcell_count,3935,
critical_path,crit_required,11.84,ns
clock_network,cts-root-buf,sky130_fd_sc_hd__clkbuf_16,
route,routed_wl,76390,um
sta,final.min_clock_period,13.83,ns
clock_network,clk_pin_slew,0.08,ns
global_route,grt_usage,0.3146,
route,ant_nets,0,
logic_synthesis,synth-async-reset-ratio,0.03922,
route,first_iter_violations,1359,
critical_path,timing_worst_setup_path_type,in -> reg,
sta,timing_worst_slew_pin_value,0.9655,ns
critical_path,critical-path-top-cell-by-count,sky130_fd_sc_hd__buf_4,
placement,placed_cell_area,27080,um2
clock_network,tritoncts,built,
floorplanning,floorplan_die_height,226.4,um
route,antenna_cells_inserted,0,
sta,hold_violations,0,
min_path,hp-class,reg -> reg,
critical_path,arrival,13.97,ns
run_status,outcome,"complete, but fails checks",
sta,rsz0062_at_grt,yes,
clock_network,clk_path_buf_depth,2,
clock_network,cts-hold-fix-buffers,0,
critical_path,max_stage_delay,0.55,ns
logic_synthesis,synth-edff-count,98,
sta,timing.slew.headroom,0.3514,
logic_synthesis,synth-seq-area-share,0.1512,
clock_network,clock.latency.late_pin,0.39,ns
logic_synthesis,count_of_mapped_cells_out_of_synthesis,2537,
critical_path,critical_path.n_buffers_inverters,15,
logic_synthesis,synth_warnings,3,
sta,fin_tns_setup,-34.22,ns
critical_path,worst_setup_sp_type,input port,
finish,final_core_utilization,0.5892,
sta,finalWorstSetupSlack,-2.130,ns
placement,place.detailed.instances,3850,
route,viasPerCell,5.553,
logic_synthesis,netlist-cell-type-count,111,
critical_path,timing.critical_path.to_type,register,
floorplanning,design.portCount,191,
placement,globalplace.congestion,1.003,
finish,syn2layout_area_growth,44.12,%
critical_path,path_max_fanout,14,
finish,final_area,29020,um2
sta,fin_max_slew_vios,0,
job,stage_log_warnings,93,
floorplanning,fp-utilization,0.4088,
clock_network,ctsHtreeMaxLevel,3,
critical_path,critPathSlowestCell,sky130_fd_sc_hd__fa_1,
sta,setup_viol_count_final,17,
global_route,antenna_found_initial,1,
run_status,violations_in_the_final_reports,setup timing,
finish,fraction_of_layout_cells_with_a_size_suffix_above_1,0.2956,
route,drc,0,
sta,achievable-frequency,72.31,MHz
floorplanning,chip_area,51240,um2
floorplanning,rows,81,
critical_path,critical-path-top-delay-family,AND-OR/OR-AND gates,
cell usage in the layout, fill, tap and decap left out, types with 14 or more instances in the layout:
cell                                n
sky130_fd_sc_hd__mux2i_1           20
sky130_fd_sc_hd__buf_6             28
sky130_fd_sc_hd__xnor2_1          104
sky130_fd_sc_hd__a221oi_1          14
sky130_fd_sc_hd__inv_2             14
sky130_fd_sc_hd__a21oi_2           18
sky130_fd_sc_hd__o22ai_1           19
sky130_fd_sc_hd__nor2_1           154
sky130_fd_sc_hd__o211ai_1          23
sky130_fd_sc_hd__nor2b_1           18
sky130_fd_sc_hd__nor4_1            18
sky130_fd_sc_hd__inv_1            242
sky130_fd_sc_hd__edfxtp_1          98
sky130_fd_sc_hd__fa_1              84
sky130_fd_sc_hd__o21ai_0          119
sky130_fd_sc_hd__nand4_1           26
sky130_fd_sc_hd__a31oi_1           31
sky130_fd_sc_hd__a21oi_1          132
sky130_fd_sc_hd__a22oi_1           19
sky130_fd_sc_hd__xor2_1            62
sky130_fd_sc_hd__ha_4              19
sky130_fd_sc_hd__ha_1             200
sky130_fd_sc_hd__and2_1            70
sky130_fd_sc_hd__buf_4            642
sky130_fd_sc_hd__nand2_1          227
sky130_fd_sc_hd__o21a_1            18
sky130_fd_sc_hd__and3_1            30
sky130_fd_sc_hd__nand3_1           77
sky130_fd_sc_hd__nor3_1            50
sky130_fd_sc_hd__o21bai_1          22
sky130_fd_sc_hd__or3_1             18
sky130_fd_sc_hd__a211oi_1          21
sky130_fd_sc_hd__a21o_1            32
sky130_fd_sc_hd__clkdlybuf4s50_1  157
sky130_fd_sc_hd__o221ai_1          31
synthesized netlist by cell type (21+ instances only):
cell                       number  area share
sky130_fd_sc_hd__nand3_1       80       0.020
sky130_fd_sc_hd__fa_1          89       0.088
sky130_fd_sc_hd__and3_1        32      0.0099
sky130_fd_sc_hd__nor3_1        60       0.015
sky130_fd_sc_hd__nand4_1       26      0.0081
sky130_fd_sc_hd__xor2_1        67       0.029
sky130_fd_sc_hd__or3_1         22      0.0068
sky130_fd_sc_hd__a31oi_1       35       0.011
sky130_fd_sc_hd__a22oi_1       22      0.0082
sky130_fd_sc_hd__a211oi_1      27       0.010
sky130_fd_sc_hd__ha_1         226        0.14
sky130_fd_sc_hd__and2_1        78       0.024
sky130_fd_sc_hd__o22ai_1       21      0.0065
sky130_fd_sc_hd__o221ai_1      31       0.013
sky130_fd_sc_hd__inv_1        258       0.048
sky130_fd_sc_hd__xnor2_1      109       0.047
sky130_fd_sc_hd__edfxtp_1      98        0.15
sky130_fd_sc_hd__nor2_1       164       0.031
sky130_fd_sc_hd__o21ai_0      133       0.033
sky130_fd_sc_hd__o21bai_1      22      0.0082
sky130_fd_sc_hd__mux2i_1       23       0.011
sky130_fd_sc_hd__clkbuf_1      90       0.017
sky130_fd_sc_hd__a21oi_1      149       0.037
sky130_fd_sc_hd__buf_2         25      0.0062
sky130_fd_sc_hd__nand2_1      241       0.045
sky130_fd_sc_hd__o211ai_1      23      0.0086
sky130_fd_sc_hd__a21o_1        33       0.012
sky130_fd_sc_hd__nor2b_1       22      0.0068
sky130_fd_sc_hd__nor4_1        23      0.0071
timing repair:
item | 4_1_cts | 5_1_grt
setup buffers | 57 | 14
pin swaps | 103 | 51
endpoints found under the setup margin | 17 | 17
resized | 243 | 83
final timing paths:
kind                       cells past startpoint        to             start  slack, ns
setup reg to reg                              33    sum[5]           sum[10]       4.44
min in group asynchronous                      2  state[2]             reset       2.16
hold reg to reg                                1  state[0]          state[3]       0.51
setup / recovery                              56    sum[5]  src2_readdata[7]      -2.13
hold / removal                                 1  state[0]          state[3]       0.51
max in group asynchronous                      2  state[0]             reset       9.29
metal layers:
metal	up-vias	track usage	routed length [um]
met5	-	0	0
met1	10390	0.4712	34920
met3	127	0.06522	5483
met2	751	0.4807	33910
li1	10590	-	-
met4	0	0.06386	2083
flip-flops by register name (all words and copies together), names as in the netlist:
| signal | flops |
|---|---|
| dest_address | 14 |
| dest_write_en | 1 |
| i | 13 |
| j | 13 |
| k | 13 |
| src1_address | 14 |
| src2_address | 14 |
| state | 4 |
| sum | 16 |
kinds of logic after synthesis:
group,count (synthesis),synth area share
compound gates,713,0.2496
xor+xnor,179,0.07929
fa+ha+maj,315,0.2289
buf+inv,392,0.07674
flops,102,0.1512
mux,35,0.01982
other cells,1,0.0001862
simple gates,800,0.1943
area by class of cell:
cell class	instances	area (um2)
fill	4295	20240
multi-input combinational	2044	16930
timing repair buffer	849	6937
sequential	102	3044
inverter	260	983.4
tap	664	830.8
clock buffer	9	225.2
clock inverter	7	71.32
metrics by stage:
step	hold WS, ns	worst slack (ns)
global placement	0.4993	-3.584
CTS	0.5223	-2.104
finish	0.5125	-2.130
floorplan	0.4650	-2.498
detailed placement	0.5055	-3.670
global route	0.5582	-2.636
